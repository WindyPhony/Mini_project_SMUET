## flow/config.mk

```make
export PLATFORM = sky130hd
export DESIGN_NAME = top
export DESIGN_NICKNAME = top
export VERILOG_FILES = /design/flow/design.v
export SDC_FILE = /design/flow/constraint.sdc
export NUM_CORES = 4
export LEC_CHECK = 1
export CORE_AREA = 10 10 103 103
export DIE_AREA = 0 0 113 113
```

## flow/constraint.sdc

```tcl
current_design top

set clk_period 29.3
set clk_io_pct 0.2

create_clock -name clk0 -period $clk_period

set non_clock_inputs [all_inputs -no_clocks]
set_input_delay [expr $clk_period * $clk_io_pct] -clock clk0 $non_clock_inputs
set_output_delay [expr $clk_period * $clk_io_pct] -clock clk0 [all_outputs]
```

## flow/design.v

```verilog
module add1 (
    input a,
    input b,
    input cin,
    output sum,
    output cout
);
    assign sum = a^ b ^ cin;
    assign cout = (a & b) | (cin & (a ^ b));
endmodule
module add16 (
    input [15:0] a,
    input [15:0] b,
    input cin,
    output [15:0] sum,
    output cout
);
    wire [15:0] c;
    add1 a0 (a[0], b[0], cin, sum[0], c[0]);
    genvar i;
    generate
        for (i = 1; i < 16; i = i + 1) begin : adder_loop
            add1 ai (a[i], b[i], c[i-1], sum[i], c[i]);
        end
    endgenerate
    assign cout = c[15];
endmodule
module top (
    input wire [31:0] a,
    input wire [31:0] b,
    output wire [31:0] sum
);
    wire c;
     add16 add16_0 (
        .a(a[15:0]),
        .b(b[15:0]),
        .cin(1'b0),
        .sum(sum[15:0]),
        .cout(c)
    );
     add16 add16_1 (
        .a(a[31:16]),
        .b(b[31:16]),
        .cin(c),
        .sum(sum[31:16]),
        .cout()
    );  
endmodule
```

## flow/run.sh

```bash
#!/bin/bash
# OpenROAD 26Q1-2900-gdf79404cd8, Yosys 0.63+post, stock flow scripts
make -C /OpenROAD-flow-scripts/flow DESIGN_CONFIG=/design/flow/config.mk WORK_HOME=/design/flow/orfs finish
```

==> flow_metrics.py <==
# Physical implementation metrics
metrics = {
    "outcome": {
        "status": "complete, no violations",
    },
    "floorplanning": {
        "die_h_um": 113,
        "fp_util_pct": 11.2,
        "chipWidth_um": 113,
        "dieArea_um2": 12800,
        "core_area_um2": 8300,
        "io_pins": 96,
        "fp-row-count": 33,
    },
    "place": {
        "io_buffers": 96,
        "place_congestion": 0.767,
        "dp.cells": 248,
        "hpwl_um": 3030,
    },
    "pwr": {
        "p_int_mw": 0.0267,
        "seq_power_share_pct": 0,
        "powerDensity_nw_per_um2": 20.3,
        "swShare_pct": 26.2,
        "p_leak_nw": 0.699,
        "pwr-share-comb_pct": 100.0,
        "pwr-share-clk_pct": 0,
        "ir_drop_mv": 0.00652,
        "switching_power_mw": 0.00948,
    },
    "yosys": {
        "syn_inst": 79,
        "mux_share_pct": 0,
        "ys_sh_aoi_pct": 0,
        "top_area_cell": "fa_1",
        "synth.cellmix.simpleShare_pct": 0,
        "adder_share_pct": 65.7,
        "seq_area_frac_synth_pct": 0,
        "ys_area_um2": 933,
        "yosysWarnings": 0,
        "syn_area_um2": 933,
        "yosys_cells": 79,
        "ys_types": 5,
        "synth_top_area_share_pct": 64.3,
        "ys_sh_xor_pct": 2.55,
        "synth_area_per_cell_um2": 11.8,
        "yosys-top-cells-area": "fa_1, buf_4, inv_1, xor3_1, ha_1",
        "synthTopLogicFamily": "adder cells",
    },
    "critical_path": {
        "slowest_delay_ns": 0.47,
        "crit_path_frequent_cell": "fa_1",
        "slowest_stage": "clkdlybuf4s50_1",
        "crit_arrival_ns": 18.44,
        "critPathCaptureType": "output port",
        "crit_type": "input pin to output port",
        "crit_fanout": 1,
        "required_ns": 23.44,
        "critical_path.startpoint_type": "input pin",
    },
    "final_layout": {
        "register_area_um2": 0,
        "syn2layout_area_growth_pct": 91.3,
        "nClkBuffers": 0,
        "fin_cells": 248,
        "fillers": 899,
        "final_util_pct": 21.5,
        "drive_gt1_share_pct": 0,
        "flops": 0,
    },
    "hold_path": {
        "hold_depth": 3,
        "hp-class": "input pin to output port",
        "min_from": "b[0]",
        "hold_path_end": "sum[0]",
    },
    "global_route": {
        "track_usage_pct": 4.52,
        "first_global_vias": 913,
        "grt_overflow": 0,
        "antenna_found_initial": 0,
        "grt_pass1_wl_um": 4800,
        "grt_start_max_net_pins": 2,
    },
    "timing": {
        "report.final.slew_viol_count": 0,
        "hold_slack_ns": 12.75,
        "finalHoldViolCount": 0,
        "period_needed_ns": 24.30,
        "rsz0062_at_grt": "false",
        "timing.final.crit_share_pct": 82.9,
        "setup_violations": 0,
        "fin_setup_tns_ns": 0,
        "fmax_mhz": 41.2,
        "slew_headroom_pct": 92.0,
        "worst_pin_slew_ns": 0.120,
    },
    "drt": {
        "drc": 0,
        "vias_per_cell": 2.94,
        "antenna_cells": 0,
        "routed_wl_um": 3020,
        "num_vias": 730,
        "drt-initial-drc-count": 4,
        "drtAntennaViolNets": 0,
        "wl_per_cell_um": 12.2,
        "first_pass_iters": 2,
    },
    "clock_network": {
        "cts_setup_buffers": 0,
        "hold_buffers": 0,
        "cts_resized": 0,
    },
    "run": {
        "openroad.warnings": 32,
        "max_cap_violations": 0,
    },
}
cells in the final DEF, fill, tap and decap left out:
| cell type | instances |
|---|---|
| inv_1 | 15 |
| clkdlybuf4s50_1 | 96 |
| fa_1 | 30 |
| ha_1 | 1 |
| xor3_1 | 1 |
power by group through the flow:
stage | sequential [mW] | combinational [mW] | clock (mW)
6_report | 0 | 0.0362 | 0
4_1_cts | 0 | 0.0377 | 0
5_1_grt | 0 | 0.0414 | 0
Yosys cell counts:
master   n
inv_1   15
buf_4   32
xor3_1   1
fa_1    30
ha_1     1
routing by layer:
layer / track usage, % / part of all wire (%) / vias to the layer above
met4: 0 / 0 / 0
met2: 6.49 / 39 / 78
li1: - / - / 320
met3: 3.63 / 22 / 0
met1: 5.52 / 40 / 332
met5: 0 / 0 / -
logic make-up after synthesis:
family	Yosys count
buf+inv	47
fa+ha+maj	31
xor+xnor	1
how the worst max path moves through the flow:
stage | from | end | slack [ns]
5_1_grt | a[0] | sum[31] | 4.39
4_1_cts | a[0] | sum[31] | 4.85
6_report | a[0] | sum[31] | 5.00
critical path, delay by kind of cell:
kind,cells,cell delay (ns)
adders and majority gates,31,11.08
xor gates and xnor gates,1,0.21
buffers and inverters,8,1.27
final cells by class:
cell class                      count  area, um^2  share of cell area (%)
Inverter                           15        56.3                    3.15
Multi-Input combinational cell     32         637                    35.7
Timing Repair Buffer               96         961                    53.8
Tap cell                          105         131                    7.36
stage by stage:
step           total power [mW]  worst slack [ns]  instance area (um^2)
2_1_floorplan            0.0180              6.20                   933
3_3_place_gp             0.0372              4.91                  1790
3_5_place_dp             0.0376              4.86                  1790
4_1_cts                  0.0377              4.85                  1790
5_1_grt                  0.0414              4.39                  1790
6_report                 0.0362              5.00                  1790
Power figures rest on the tool's default switching activity, not on a simulated workload.
