--- flow/run.sh ---
#!/bin/bash
# OpenROAD 26Q1-2900-gdf79404cd8, Yosys 0.63+post, stock flow scripts
make -C /OpenROAD-flow-scripts/flow DESIGN_CONFIG=/design/flow/config.mk WORK_HOME=/design/flow/orfs finish
--- flow/constraint.sdc ---
current_design count_clk

set clk_period 4.0
set clk_io_pct 0.2

create_clock -name clk0 -period $clk_period [get_ports {clk}]

set non_clock_inputs [all_inputs -no_clocks]
set_input_delay [expr $clk_period * $clk_io_pct] -clock clk0 $non_clock_inputs
set_output_delay [expr $clk_period * $clk_io_pct] -clock clk0 [all_outputs]
--- flow/config.mk ---
export PLATFORM = sky130hd
export DESIGN_NAME = count_clk
export DESIGN_NICKNAME = count_clk
export VERILOG_FILES = /design/flow/design.v
export SDC_FILE = /design/flow/constraint.sdc
export NUM_CORES = 4
export LEC_CHECK = 1
export CORE_UTILIZATION = 30
--- flow/design.v ---
module count_clk(
    input clk,
    input reset,
    input ena,
    output reg pm,
    output reg [7:0] hh,
    output reg [7:0] mm,
    output reg [7:0] ss
);
    function [7:0] bcd_inc60(input [7:0] val);
        if (val[3:0] == 9) begin
            if (val[7:4] == 5) bcd_inc60 = 8'h00;
            else bcd_inc60 = {val[7:4]+1, 4'h0};
        end else
            bcd_inc60 = val + 1;
    endfunction
    function [7:0] bcd_inc12(input [7:0] val);
        if (val == 8'h12) bcd_inc12 = 8'h01;
        else if (val[3:0] == 9) bcd_inc12 = {val[7:4]+1, 4'h0};
        else bcd_inc12 = val + 1;
    endfunction
    always @(posedge clk) begin
        if (reset) begin
            ss <= 8'h00;
            mm <= 8'h00;
            hh <= 8'h12;
            pm <= 1'b0;
        end else if (ena) begin
            if (ss != 8'h59) begin
                ss <= bcd_inc60(ss);
            end else begin
                ss <= 8'h00;
                if (mm != 8'h59) begin
                    mm <= bcd_inc60(mm);
                end else begin
                    mm <= 8'h00;
                    if (hh == 8'h11) begin
                        hh <= 8'h12;
                        pm <= ~pm;    
                    end else begin
                        hh <= bcd_inc12(hh);
                    end
                end
            end
        end
    end
endmodule
==> writeup.txt <==
Entering global routing, the biggest net connects 21 pins. Buffers inserted to repair hold after CTS numbered 0. Per the synth stats, the flop cell with the highest instance count is dfxtp_1.

At the end of routability-driven placement, the weighted congestion stood at 0.839. The area recorded from the Yosys report for this design is 1490 µm². Kind of end point of the critical path: a flop. The synthesized netlist cell count was 176. The number of DRC violations after detailed-routing iteration 0 is 59. The report lists the number of cells resized after CTS as 0.

STA reports the tightest min-delay check as being of type reg -> reg. The tools report the endpoint of the worst hold path as ss[7]. For this run, design rule violations remaining after detail routing come to 0. Walking the worst path, the cells encountered are clkdlybuf4s50_1 -> nand4b_1 -> and4b_1 -> and3_4 -> a21o_1 -> nor2_1. In this run the power density over the cells is 234 nW/µm². Looking at hold timing, the worst path starts from ss[7].

The data required time reported for the critical path is 4.16 ns. The run gives 1166 for the number of global-route vias before repair. The run gives 0.154 for the post-synthesis share of cell area spent on and-or and or-and gates.

The count of cells along the worst hold path is 2, and the number of endpoints with negative hold slack in the final report is 0. Across all register-to-register paths, the minimum setup slack is 1.89 ns. The pin closest to its max-slew limit shows a slew of 0.766 ns. For reference, the most critical setup path is categorized as in -> reg.

The number of antenna diodes in the final layout is 0. The launch instance of the worst register-to-register path was mm[0]. Ranked by total cell area, the synthesized netlist is headed by dfxtp_1, ha_1, xor2_1. Sequential area share after synthesis: 0.336.

The leakage power total is 0.000652 µW, and the fraction of layout instances using a drive strength above 1 is 0.0408. On the reported timing paths, the clock transition at the registers reads 0.09 ns. The number of warnings in the stage logs works out to 30. The dominant kind of combinational cell is simple AND/OR/NAND/NOR gates. The critical path runs through a total of 6 cells. For the post-CTS setup repair buffer count, the log shows 0. The die covers 5250 µm². The run gives 1 for the total buffers and inverters traversed by the critical path. The worst reg2reg path depth is 6, and the clock latency reported for the late side of the worst-skew pair is 0.27 ns. Per the detailed-route log, wirelength across all metal layers totals 3.07 mm.

Most used logic cell in the final layout: clkdlybuf4s50_1. With the number of warnings reported in the yosys synthesis log at 1, the number of antenna violations at the first check in global routing is 0. The floorplan has 25 rows. The worst path in the final design needs a cycle of 2.65 ns, including I/O delays and setup. The global route stage reports its total congestion overflow as 0.

The number of synthesized flops with an enable pin came out at 0. The post-route clock period utilization is 0.662. Across all layers, the routed design uses 1254 vias.

The initial core utilization is 0.313, and the sink count of the clock tree is 25. Setup repair after global routing left no endpoint under its margin. The area added between synthesis and finish was 22.2%; the quantity of I/O buffers inserted on ports was 27.

The number of cells reported by Yosys stat comes to 176. The worst slew slack as a fraction of its limit came out at 0.487. The final timing report lists a max-slew violation count of 0. The run gives 1490 µm² for the post-synthesis cell area.

The final critical-path setup slack is 1.35 ns, and the HPWL after detailed placement is 2.19 mm. In this run the VDD rail shows a maximum IR drop of 126 µV. The run gives 1.07 ns for the pre-CTS setup slack.

The share of the synthesized netlist area taken by xor and xnor gates was 0.0823. According to the timing report, the arrival time at the worst endpoint equals 2.81 ns. During I/O placement, the number of pins put on the boundary was 28. The overall track demand over capacity in global routing was 0.124; the via-per-instance ratio was 4.77. OpenSTA lists the critical path startpoint as ena. The run gives 4 as the first-pass iteration count of the detailed router.

The tools report the number of H-tree levels as 1. The floorplan step set the die width to 72.5 µm. The simple-gate share of the synthesized area was 0.272; the y dimension of the die was 72.5 µm. The floorplan core area is 4750 µm². The netlist uses 42 different library cells.

Wire length of the first global-routing pass: 5.18 mm. Per the CTS log, the buffer count on the longest clock path is 2. The run gives 0 ns for the setup TNS.

The adder and majority cell fraction of the synthesized area is 0.0840. STA classifies the critical path startpoint as an input port. After synthesis the netlist holds a flip-flop and latch count of 25. STA lists the endpoint of the worst register-to-register path as hh[7].

The flow ran to the end, and the final reports show no timing, DRC or antenna violations. The run gives 0.67 ns for the biggest cell delay along the critical path. TritonRoute output was used to compute an average wire per cell of 11.7 µm. The run gives 0 for the count of final setup violators.

Static timing analysis puts the maximum clock frequency at 378 MHz. Between clock sinks in the finished design, the worst skew comes to 0.00848 ns. The number of max-cap violations is 0.

The post-synthesis average cell area works out to 8.47 µm². TritonCTS built the clock tree. The fraction of synthesized area in multiplexers is 0.00672.

The kind of cell adding the most delay to the critical path was simple AND/OR/NAND/NOR gates. The final hold slack is 0.520 ns. Clock tree synthesis selected as its root buffer the cell clkbuf_8. The run gives 0 for the proportion of register bits with asynchronous set or reset after synthesis. The top cell type's share of synthesized area works out to 0.336.

The cell type with the largest total area after synthesis is dfxtp_1. The worst-path maximum fanout came out at 16. The top cell types in the final layout, fill and taps aside, are clkdlybuf4s50_1, dfxtp_1, nor2_1, nand2_1, a21oi_1.

The detail route stage leaves a number of antenna-violating nets equal to 0. The number of buffers added by the clock tree synthesis step is 3. The standard cell with the maximum stage delay on the critical path was and4b_1.
layout make-up:
type,count,area (µm²)
Fill cell,505,2930
Multi-Input combinational cell,133,893
Sequential cell,25,500
Timing Repair Buffer,27,270
Tap cell,67,83.8
Clock buffer,3,41.3
Inverter,7,26.3
Clock inverter,1,5.00
worst register-to-register path, delay by kind of cell (launching register included):
| kind | cells | cell delay (ns) |
|---|---|---|
| AOI/OAI and AO/OA | 1 | 0.15 |
| and+or+nand+nor | 4 | 1.25 |
| adders and majority gates | 1 | 0.18 |
| DFF | 1 | 0.41 |
power breakdown:
part | internal, µW | switching, µW | total, µW
registers | 251 | 2.95 | 254
clock network | 69.7 | 81.4 | 151
logic | 10.8 | 10.5 | 21.3
kinds of logic after synthesis:
group                    after synthesis
AND/OR/NAND/NOR                       73
adder cells (fa/ha/maj)               10
multiplexers                           1
flip-flops                            25
AND-OR/OR-AND                         35
XOR/XNOR                              14
buffers and inverters                 18
routing by layer:
layer  vias to the layer above  GRT usage  share of wire
li1                        654          -              -
met1                       574      0.189           0.53
met2                        24      0.192           0.42
met3                         2     0.0225          0.040
met4                         0     0.0174         0.0091
met5                         -          0              0
worst max-delay path by stage:
stage / slack (ns) / end
6_report: 1.35 / hh[7]
4_1_cts: 1.36 / hh[6]
5_1_grt: 1.15 / hh[3]
flip-flops by register name, summed over array words and instances (netlist names):
| register | flops |
|---|---|
| pm | 1 |
| ss | 8 |
| mm | 8 |
| hh | 8 |
cell usage after synthesis (3+ instances only):
cell and instances:
xnor2_1 4, nand2b_1 5, xor2_1 10, nor3_1 6, o21ai_0 4, nor2b_1 3
a21oi_1 13, nand3_1 5, ha_1 10, and3b_1 3, clkbuf_1 5, nor2_1 18
nand2_1 14, and3_1 4, inv_1 7, dfxtp_1 25, buf_6 3
through the flow:
step                      area [µm²]  std cells   util  power (µW)
final                           1820        263  0.383         426
after global routing            1820        263  0.383         446
after CTS                       1820        263  0.383         433
after detailed placement        1770        259  0.373         281
after global placement          1770        259  0.373         282
after floorplan                 1490        176      -         272
Power and IR drop assume default switching activity.
